==> ./design.v <==
`timescale 1ns / 1ps
module clkdiv(
    input clk,
    input reset, 
    output clk_out
); 
    reg [26:0] COUNT;
        assign clk_out=COUNT[26];
        always @(posedge clk)
        begin
        if (reset)
            COUNT = 0;
        else   
            COUNT = COUNT + 1;
        end
endmodule
`timescale 1ns / 1ps
module hexto7segment (
    input[3:0] x,
    output reg [6:0] r
);
always @(*)
    case (x)
        4'b0000 : r = 7'b0000001;    
        4'b0001 : r = 7'b1001111;    
        4'b0010 : r = 7'b0010010;    
        4'b0011 : r = 7'b0000110;    
        4'b0100 : r = 7'b1001100;    
        4'b0101 : r = 7'b0100100;    
        4'b0110 : r = 7'b0100000;    
        4'b0111 : r = 7'b0001111;    
        4'b1000 : r = 7'b0000000;    
        4'b1001 : r = 7'b0000100;    
        4'b1010 : r = 7'b0001000;    
        4'b1011 : r = 7'b1100000;    
        4'b1100 : r = 7'b0110001;    
        4'b1101 : r = 7'b1000010;    
        4'b1110 : r = 7'b0110000;    
        4'b1111 : r = 7'b0111000;    
    endcase
endmodule
`timescale 1ns / 1ps
module time_multiplexing_main(
    input clk, 
    input reset, 
    input [15:0] sw,
    output [3:0] an,
    output [6:0] sseg
);
wire [6:0] in0, in1, in2, in3;
wire slow_clk;
hexto7segment c1 (.x(sw[3:0]), .r(in0)); 
hexto7segment c2 (.x(sw[7:4]), .r(in1)); 
hexto7segment c3 (.x(sw[11:8]), .r(in2)); 
hexto7segment c4 (.x(sw[15:12]), .r(in3));
clkdiv c5 (clk, reset, slow_clk); 
time_mux_state_machine c6(
    .clk (clk), 
    .reset (reset), 
    .in0 (in0), 
    .in1 (in1), 
    .in2 (in2), 
    .in3 (in3), 
    .an (an), 
    .sseg (sseg)
);
endmodule
`timescale 1ns / 1ps
module time_mux_state_machine(
    input clk, 
    input reset, 
    input [6:0] in0, 
    input [6:0] in1, 
    input [6:0] in2, 
    input [6:0] in3, 
    output reg [3:0] an,
    output reg [6:0] sseg
);
reg [1:0] state;
reg [1:0] next_state;
wire clk_slow;  
clkdiv my_clkdiv (
    .clk(clk),
    .reset(reset),
    .clk_out(clk_slow)
);
always @(*) begin
    case(state)  
        2'b00 : next_state = 2'b01;
        2'b01 : next_state = 2'b10;
        2'b10 : next_state = 2'b11; 
        2'b11 : next_state = 2'b00; 
    endcase
end
always @(*) begin 
    case (state)  
        2'b00 : begin sseg = in0;     an = 4'b1110; end
        2'b01 : begin sseg = in1;     an = 4'b1101; end
        2'b10 : begin sseg = in2;     an = 4'b1011; end
        2'b11 : begin sseg = in3;     an = 4'b0111; end
        default: begin sseg = 4'b0000; an = 4'b1111; end    
    endcase
end
always @(posedge clk_slow or posedge reset) begin
    if (reset)
        state <= 2'b00; 
    else 
        state <= next_state; 
end
endmodule
==> ./run.sh <==
#!/bin/bash
# OpenROAD 26Q1-2900-gdf79404cd8, Yosys 0.63+post, stock flow scripts
make -C /OpenROAD-flow-scripts/flow DESIGN_CONFIG=/design/flow/config.mk WORK_HOME=/design/flow/orfs finish
==> ./config.mk <==
export PLATFORM = sky130hd
export DESIGN_NAME = time_multiplexing_main
export DESIGN_NICKNAME = time_multiplexing_main
export VERILOG_FILES = /design/flow/design.v
export SDC_FILE = /design/flow/constraint.sdc
export NUM_CORES = 4
export LEC_CHECK = 1
export CORE_UTILIZATION = 40
==> ./constraint.sdc <==
current_design time_multiplexing_main

set clk_period 3.3
set clk_io_pct 0.2

create_clock -name clk0 -period $clk_period [get_ports {clk}]

set non_clock_inputs [all_inputs -no_clocks]
set_input_delay [expr $clk_period * $clk_io_pct] -clock clk0 $non_clock_inputs
set_output_delay [expr $clk_period * $clk_io_pct] -clock clk0 [all_outputs]
==> results.json <==
{
  "area_leaders": "dfxtp_1 (21%), ha_1 (14%), mux2i_1 (7.0%)",
  "area_delta_synth_final_pct": 25.6,
  "drt.antenna.violating_nets": 0,
  "grt_setup_unrepaired": "false",
  "initial_utilization_pct": 42.6,
  "top_area_cell": "dfxtp_1",
  "finalClockPeriodUsage_pct": 96.7,
  "cts_tree": "built",
  "firstDrtPassIters": 4,
  "tool_warnings": 48,
  "vias_per_cell": 5.40,
  "top_area_share_pct": 21.0,
  "adder_share_pct": 13.6,
  "portBuffers": 28,
  "dp_hpwl_mm": 4.08,
  "cp_cell_sequence": "clkdlybuf4s50_1 -> mux2_2 -> a21o_1 -> a32oi_2 -> o211ai_1 -> clkdlybuf4s50_1",
  "cp_slowest_cell": "clkdlybuf4s50_1",
  "clk_latency_ns": 0.27,
  "cts.clk_slew.worst_paths_ns": 0.09,
  "pwr-share-seq_pct": 46.2,
  "yosys_cells": 308,
  "hold_depth": 2,
  "p_total_w": 0.000718,
  "ys_types": 56,
  "die_w_microns": 82.3,
  "power_frac_clock_pct": 26.3,
  "p_sw_w": 0.000193,
  "fin_skew_ns": 0.00106,
  "fillers": 567,
  "period_minus_slack_ns": 3.19,
  "worst_pin_slew_ns": 0.647,
  "r2r-start": "c6.my_clkdiv.COUNT[0]",
  "ys_ff": 31,
  "yosysMostFrequentCell": "ha_1",
  "worst_path_most_repeated_cell": "clkdlybuf4s50_1",
  "cts_setup_buffers": 0,
  "ioPinCount": 29,
  "vias": 2328,
  "cp_max_fo": 5,
  "grt_overflow": 0,
  "fin_tns_setup_ns": 0,
  "row_count": 28,
  "syn_area_per_cell_sq_um": 8.38,
  "relSlewSlack_pct": 56.5,
  "min_to": "c6.my_clkdiv.COUNT[25]",
  "grtUsageTotal_pct": 16.4,
  "placed_area_sq_um": 3130,
  "status": "finished clean",
  "grt_pass1_wl_mm": 8.76,
  "power_frac_comb_pct": 27.5,
  "drv_cap": 0,
  "ys_sh_aoi_pct": 16.1,
  "final_cells": 431,
  "antenna_found_initial": 0,
  "ys.flop_type": "dfxtp_1",
  "yosysWarnings": 3,
  "drt-total-wl_mm": 5.36,
  "untimed_endpoints": 8,
  "cp-start-kind": "primary input",
  "ctsLongestPathBuffers": 2,
  "ys_area_sq_um": 2580,
  "ys_sh_mux_pct": 11.8,
  "drc": 0,
  "fmax_mhz": 313,
  "gp_congestion": 0.836,
  "htreeDepth": 1,
  "drive_above_1_share_pct": 19.7,
  "core_area_sq_um": 6060,
  "synth-xor-area-share_pct": 3.73,
  "worstHoldPathType": "reg -> reg",
  "switching_share_pct": 26.9,
  "r2r_end": "c6.my_clkdiv.COUNT[26]",
  "drt_iter0_drc": 63,
  "logic_family": "simple AND/OR/NAND/NOR gates",
  "dieHeight_microns": 82.3,
  "finalMaxSlewViolations": 0,
  "hp-start": "c6.my_clkdiv.COUNT[25]",
  "cts_made_buffers": 3,
  "cellPowerDensity_nw_per_um2": 222,
  "postLayoutCoreUtil_pct": 53.4,
  "cts_hold_buf": 0,
  "placed_cells": 427,
  "crit_required_ns": 2.64,
  "slowest_delay_ns": 0.57,
  "unclocked_pins": 4,
  "async_flop_share_pct": 12.9,
  "critPathKind": "in -> out",
  "dieArea_sq_um": 6770,
  "simple_gate_area_share_pct": 23.9,
  "yosysSeqAreaShare_pct": 24.9,
  "wl_per_cell_microns": 12.4,
  "setup_viol": 0,
  "reg2reg_slack_ns": 1.27,
  "cts_root_buf": "clkbuf_8",
  "grt_pass1_vias": 1984,
  "num_antenna_cells": 0,
  "power.internal_w": 0.000525,
  "design_area_sq_um": 3240,
  "reg2reg_depth": 5,
  "edf_count": 0,
  "cp.arrival_ns": 2.53,
  "power_leakage_nw": 1.35,
  "grt_max_degree": 15,
  "syn_inst": 308,
  "syn_area_sq_um": 2580,
  "ir_drop_mv": 0.215,
  "endpoint_kind": "primary output",
  "finalHoldViolCount": 0,
  "yosys-top-cells-count": "ha_1 (28), dfxtp_1 (27), nor2_1 (24)"
}
==> cell families (layout without fill, tap and decap cells) <==
family,count (synthesis),in the layout
and+or+nand+nor,110,110
xor gates and xnor gates,11,11
AOI/OAI and AO/OA,63,63
muxes,26,26
DFF,31,31
adders and majority gates,28,28
buffers and inverters,39,87
==> cells in the final DEF (no fill, tap or decap), types with 15 or more instances in the layout <==
master / Yosys / routed
buf_4: 0 / 31
dfxtp_1: 27 / 27
nor2_1: 24 / 24
ha_1: 28 / 23
clkdlybuf4s50_1: 0 / 19
mux2i_1: 18 / 18
nand2_1: 17 / 17
inv_1: 22 / 16
a21oi_1: 16 / 16
o21ai_0: 15 / 15
==> per-layer routing <==
metal	GRT usage, %	share of wire [%]	up-vias	wire length (microns)
met4	1.93	1.3	0	71
met2	28.4	47	44	2510
met3	0.892	3.7	8	200
met1	23.4	48	1075	2580
met5	0	0	-	0
li1	-	-	1201	-
==> sequential cells by signal, summed over array words and instances, names as in the netlist <==
signal              cells
c6.my_clkdiv.COUNT     27
c6.state                4
==> cell type report <==
class	count	area, sq um	area share (%)
inverters	22	82.6	2.55
flip-flops and latches	31	642	19.8
clock buffers	4	45.0	1.39
repair buffers	61	543	16.8
multi-input cells	238	1830	56.6
well taps	75	93.8	2.90
==> worst max-delay path by stage <==
stage / to / startpoint / cells after the start / slack (ns)
after CTS: sseg[3] / sw[0] / 8 / 0.008
after global routing: sseg[4] / sw[11] / 7 / 0.01
final: sseg[1] / sw[15] / 6 / 0.11
==> power by group through the flow <==
stage                 combinational (W)  sequential (W)  clock [W]
final                          0.000198        0.000332   0.000189
after CTS                      0.000197        0.000332   0.000195
after global routing           0.000219        0.000333   0.000207
==> metrics by stage <==
| step | setup slack [ns] | hold slack, ns |
|---|---|---|
| CTS | 0.00836 | 0.485 |
| global placement | -0.0821 | 0.462 |
| global route | 0.0114 | 0.516 |
| detailed placement | -0.0907 | 0.462 |
| floorplan | 0.950 | 0.438 |
| finish | 0.110 | 0.483 |
==> worst max-delay path: cells and delay by family <==
kind | cells | cell delay, ns
AOI/OAI and AO/OA | 3 | 0.51
buffers and inverters | 2 | 0.99
muxes | 1 | 0.36
==> timing repair <==
item | in CTS | in global routing
endpoints found under the setup margin | 4 | 6
resized | 14 | 13
gates cloned | 0 | 0
pin swaps | 4 | 3
Power figures rest on the tool's default switching activity, not on a simulated workload.

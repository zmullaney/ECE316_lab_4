$ cat design/flow/config.mk
export PLATFORM = sky130hd
export DESIGN_NAME = rising_edge_det
export DESIGN_NICKNAME = rising_edge_det
export VERILOG_FILES = /design/flow/design.v
export SDC_FILE = /design/flow/constraint.sdc
export NUM_CORES = 4
export LEC_CHECK = 1
export CORE_AREA = 10 10 111 111
export DIE_AREA = 0 0 121 121
$ cat design/flow/constraint.sdc
current_design rising_edge_det

set clk_period 5.4
set clk_io_pct 0.2

create_clock -name clk0 -period $clk_period [get_ports {clk}]

set non_clock_inputs [all_inputs -no_clocks]
set_input_delay [expr $clk_period * $clk_io_pct] -clock clk0 $non_clock_inputs
set_output_delay [expr $clk_period * $clk_io_pct] -clock clk0 [all_outputs]
$ cat design/flow/design.v
`timescale 1ns / 1ps
module clkdiv(
    input clk,
    input reset, 
    output clk_out
); 
    reg [26:0] COUNT;
        assign clk_out=COUNT[26];
        always @(posedge clk)
        begin
        if (reset)
            COUNT = 0;
        else   
            COUNT = COUNT + 1;
        end
endmodule
`timescale 1ns / 1ps
module rising_edge_det (
    input clk,        
    input signal,
    input reset,
    output reg outedge
);
    wire slow_clk; 
    reg prev_signal;  
    clkdiv cl(.clk(clk), .reset(reset), .clk_out(slow_clk)); 
    always @(posedge slow_clk or posedge reset) begin
        if (reset)
            prev_signal <= 0;
        else
            prev_signal <= signal;
    end
    wire signal_rising = (signal == 1'b1) && (prev_signal == 1'b0);  
    always @(posedge slow_clk or posedge reset) begin
        if (reset)
            outedge <= 0;
        else
            outedge <= signal_rising;  
    end
endmodule
$ cat design/flow/run.sh
#!/bin/bash
# OpenROAD 26Q1-2900-gdf79404cd8, Yosys 0.63+post, stock flow scripts
make -C /OpenROAD-flow-scripts/flow DESIGN_CONFIG=/design/flow/config.mk WORK_HOME=/design/flow/orfs finish
==> changes_impl.md <==
## Flow update

- Core Area: 9860 um2
- Final cycle utilization of the critical path: 41.4%
- Final TNS setup: 0 ps
- Clk ins delay skew pair: 270 ps
- Synth-to-Final Area Change: 17.4%
- DR iter-0 viols: 51
- GRT Residual Overflow: 0
- Status: finished, final reports clean
- First-pass GRT wire length: 3660 um
- Mapped Area: 1260 um2
- Final Util: 15.0%
- Initial Util: 12.7%
- CTS Buf Count: 3
- Post-Layout Cell Count: 278
- Reg2reg start: cl.COUNT[0]$_SDFF_PP0_
- Die height: 121 um
- Library cells used by synthesis: 28
- Slew Limit Fails: 0
- WHS Endpoint: cl.COUNT[25]$_SDFF_PP0_
- Post_cts resized: 0
- Static leakage: 0.420 nW
- Top cell excl fill/tap: dfxtp_1
- Total track usage: 2.87%
- Antenna violations before repair: 0
- Worst reg2reg path endpoint: cl.COUNT[26]$_SDFF_PP0_
- Tool Warnings: 25
- Root buffer cell: clkbuf_8
- VDD IR max: 0.0871 mV
- Hold_buf cts: 0
- Min-delay src: cl.COUNT[25]$_SDFF_PP0_
- YS chip area: 1260 um2
- Worst-path clk slew: 90 ps
- Largest net degree at the start of global routing: 31
- Power density over the cells: 220 nW/um2
- CTS tree: done
- HP Class: reg -> reg
- Yosys cell count: 143
- Post-CTS Setup Bufs: 0
- Endpoints left unconstrained: 3
- Worst reg-to-reg path cell count: 5
- Detailed-route wire length per cell: 7.35 um
- Number of diodes: 0
- DRC: 0
- Via total after detailed routing: 919
- Number of max-cap violations: 0
- Startpoint Class: flip-flop
- Die Wd: 121 um
- Cells after DPL: 274
- Fmax: 448 MHz
- Share of cells above drive strength 1: 8.28%
- Final setup vio count: 0
- DR pass1 iterations: 4
- Setup Crit Path Kind: reg -> reg
- Final hold vios: 0
- Main flop type: dfxtp_1
- Crit path max fanout: 11
- Number of global-route vias before repair: 877
- Post-synthesis area per instance: 8.79 um2
- Worst slew margin: 77.2%
- CP arrival: 2400 ps
- Hold depth: 2
- Register pins left without a clock: 2
- Num rows: 36
- Most numerous logic cells after layout: dfxtp_1 (27), nor2_1 (15), nand3_1 (12)
- Reg-to-reg setup timing slack: 3170 ps
- Post-synth EDFFs: 0
- Setup crit end kind: flip-flop
- Final wirelength: 2040 um
- Vias/cell: 3.31
- Die area: 14600 um2
- Ys flops: 29
- RSZ-0062 raised after global routing: false
- Worst-margin pin slew: 342 ps
- Post-layout minimum cycle time: 2230 ps
- Async S/R FF share, synth: 6.90%
- IO Count: 4
- Synthesis Warnings: 2
- Hpwl dp: 1390 um
- CTS H-Tree Depth: 1
- Clock Path Buffers: 2
- Routed Antenna Nets: 0
- Req. time, crit path: 5570 ps
- # port buffers: 3
- Routability Congestion: 0.771
- Final Skew: 11.2 ps
- Seq share, synth: 47.0%
- Cell count after synthesis: 143
[per-layer routing]
| layer | share of wire (%) | vias up | track usage (%) |
|---|---|---|---|
| met2 | 41 | 5 | 4.59 |
| met1 | 52 | 406 | 3.55 |
| met4 | 2.1 | 0 | 0.603 |
| met3 | 4.9 | 2 | 1.18 |
| li1 | - | 506 | - |
| met5 | 0 | - | 0 |
[synthesized netlist by cell type, types with 5 or more instances]
cell,count,area [um2]
dfxtp_1,27,541
a21oi_1,11,55.1
or3_1,5,31.3
nand2_1,5,18.8
nor2_1,15,56.3
nand3_1,12,60.1
or4_1,5,37.5
o21ai_0,7,35.0
inv_1,7,26.3
xnor2_1,8,70.1
[worst max-delay path by stage]
stage	from	end	cells after the start
CTS	cl.COUNT[0]$_SDFF_PP0_	cl.COUNT[26]$_SDFF_PP0_	5
global route	cl.COUNT[0]$_SDFF_PP0_	cl.COUNT[26]$_SDFF_PP0_	5
finish	cl.COUNT[0]$_SDFF_PP0_	cl.COUNT[26]$_SDFF_PP0_	5
[stage by stage]
stage / setup WS (ps) / hold WS (ps) / power (mW) / area, um2
floorplan: 3270 / 442 / 0.213 / 1260
global placement: 3110 / 459 / 0.217 / 1430
global route: 3010 / 526 / 0.336 / 1480
detailed placement: 3090 / 468 / 0.217 / 1430
finish: 3170 / 482 / 0.324 / 1480
CTS: 3160 / 482 / 0.330 / 1480
[worst max-delay path: stages, from the launching register on]
cell and delay [ps]:
dfxtp_1 390, ha_1 250, nand3_1 160, or4_4 630, nor4_1 330, mux2_2 370
[logic make-up after synthesis]
logic type / Yosys count / synth area share [%]
simple gates: 64 / 27.8
flops: 29 / 47.0
compound gates: 22 / 9.55
buf+inv: 13 / 4.58
xor+xnor: 12 / 8.36
mux: 2 / 1.79
fa+ha+maj: 1 / 0.995
[flip-flops by register name (all words and copies together) (netlist names)]
signal and flops:
cl.COUNT 27, prev_signal 1, outedge 1
[area by class of cell]
cell class                      count  area, um2
Clock inverter                      1       5.00
Clock buffer                        3       41.3
Inverter                            7       26.3
Multi-Input combinational cell    101        609
Sequential cell                    29        591
Fill cell                        1101       8390
Tap cell                          133        166
Timing Repair Buffer                4       37.5
[report_power, final]
group / switching [mW] / total (mW) / internal [mW] / leakage (nW)
logic: 0.00520 / 0.00907 / 0.00387 / 0.152
clock network: 0.0604 / 0.112 / 0.0516 / 0.0255
registers: 0.00231 / 0.203 / 0.201 / 0.242
total: 0.0679 / 0.324 / 0.256 / 0.420
No activity file was given, so power comes from the tool's default toggle rates.
